==> ./run.sh <==
#!/bin/bash
# OpenROAD 26Q1-2900-gdf79404cd8, Yosys 0.63+post, stock flow scripts
make -C /OpenROAD-flow-scripts/flow DESIGN_CONFIG=/design/flow/config.mk WORK_HOME=/design/flow/orfs finish
==> ./config.mk <==
export PLATFORM = sky130hd
export DESIGN_NAME = ASYNC_FIFO
export DESIGN_NICKNAME = ASYNC_FIFO
export VERILOG_FILES = /design/flow/design.v
export SDC_FILE = /design/flow/constraint.sdc
export NUM_CORES = 4
export LEC_CHECK = 1
export CORE_UTILIZATION = 40
==> ./constraint.sdc <==
current_design ASYNC_FIFO

set clk_period 4.2
set clk_io_pct 0.2

create_clock -name clk0 -period $clk_period [get_ports {rd_clk}]
create_clock -name clk1 -period $clk_period [get_ports {wr_clk}]

set non_clock_inputs [all_inputs -no_clocks]
set_input_delay [expr $clk_period * $clk_io_pct] -clock clk0 $non_clock_inputs
set_output_delay [expr $clk_period * $clk_io_pct] -clock clk0 [all_outputs]
==> ./design.v <==
module ASYNC_FIFO
#(
    parameter DATA_WIDTH                    = 4             ,
    parameter DATA_DEPTH                    = 8             ,
    parameter ALMOST_FULL_MARGIN            = 4             ,
    parameter ALMOST_EMPTY_MARGIN           = 1
)
(
    input   wire                            wr_rst_n        ,
    input   wire                            wr_clk          ,
    input   wire                            rd_rst_n        ,
    input   wire                            rd_clk          ,
    input   wire                            wr_valid_i      ,
    output  wire                            wr_ready_o      , 
    input   wire    [DATA_WIDTH-1:0]        wr_data_i       ,
    output  wire                            full_o          ,
    output  wire                            almost_full_o   ,
    output  wire                            rd_valid_o      , 
    input   wire                            rd_ready_i      ,
    output  wire    [DATA_WIDTH-1:0]        rd_data_o       ,
    output  wire                            empty_o         ,
    output  wire                            almost_empty_o
);
localparam ADDR_WIDTH = $clog2( DATA_DEPTH ) + 1;
reg     [DATA_WIDTH-1:0]        r_fifo  [DATA_DEPTH-1:0];
reg     [ADDR_WIDTH-1:0]        r_wr_addr;
wire    [ADDR_WIDTH-1:0]        w_wr_addr_gray;
reg     [ADDR_WIDTH-1:0]        r_wr_addr_gray_dly1;
reg     [ADDR_WIDTH-1:0]        r_wr_addr_gray_dly2;
wire    [ADDR_WIDTH-1:0]        w_wr_addr_dly2;
reg     [ADDR_WIDTH-1:0]        r_rd_addr;
wire    [ADDR_WIDTH-1:0]        w_rd_addr_gray;
reg     [ADDR_WIDTH-1:0]        r_rd_addr_gray_dly1;
reg     [ADDR_WIDTH-1:0]        r_rd_addr_gray_dly2;
wire    [ADDR_WIDTH-1:0]        w_rd_addr_dly2;
always @ ( posedge wr_clk or negedge wr_rst_n )
begin
    if ( ~wr_rst_n )
        r_wr_addr <= 'd0;
    else if ( wr_valid_i && wr_ready_o )
        r_wr_addr <= r_wr_addr + 'd1;
end
always @ ( posedge wr_clk )
begin
    if ( wr_valid_i && wr_ready_o )
        r_fifo[r_wr_addr[ADDR_WIDTH-2:0]] <= wr_data_i;
end
assign wr_ready_o = ( ~full_o );
always @ ( posedge rd_clk or negedge rd_rst_n )
begin
    if ( ~rd_rst_n )
        r_rd_addr <= 'd0;
    else if ( rd_valid_o && rd_ready_i )
        r_rd_addr <= r_rd_addr + 'd1;
end
assign rd_data_o = r_fifo[r_rd_addr[ADDR_WIDTH-2:0]];
assign rd_valid_o = ( ~empty_o );
BIN2GRAY
#(
    .DATA_WIDTH                     (ADDR_WIDTH             )
)
u_wr_addr_gray
(
    .bin_data_i                     (r_wr_addr              ),
    .gray_data_o                    (w_wr_addr_gray         )
);
BIN2GRAY
#(
    .DATA_WIDTH                     (ADDR_WIDTH             )
)
u_rd_addr_gray
(
    .bin_data_i                     (r_rd_addr              ),
    .gray_data_o                    (w_rd_addr_gray         )
);
always @ ( posedge rd_clk or negedge wr_rst_n )
begin
    if ( ~wr_rst_n )
    begin
        r_wr_addr_gray_dly1 <= 'd0;
        r_wr_addr_gray_dly2 <= 'd0;
    end
    else
    begin
        r_wr_addr_gray_dly1 <= w_wr_addr_gray;
        r_wr_addr_gray_dly2 <= r_wr_addr_gray_dly1;
    end
end
always @ ( posedge wr_clk or negedge rd_rst_n )
begin
    if ( ~rd_rst_n )
    begin
        r_rd_addr_gray_dly1 <= 'd0;
        r_rd_addr_gray_dly2 <= 'd0;
    end
    else
    begin
        r_rd_addr_gray_dly1 <= w_rd_addr_gray;
        r_rd_addr_gray_dly2 <= r_rd_addr_gray_dly1;
    end
end
assign full_o  = ( w_wr_addr_gray == { ( ~r_rd_addr_gray_dly2[ADDR_WIDTH-1:ADDR_WIDTH-2] ), r_rd_addr_gray_dly2[ADDR_WIDTH-3:0] } );
assign empty_o = ( w_rd_addr_gray == r_wr_addr_gray_dly2 );
generate
    if ( ALMOST_FULL_MARGIN != 0 )
    begin
        GRAY2BIN
        #(
            .DATA_WIDTH                     (ADDR_WIDTH             )
        )
        u_rd_addr_gray
        (
            .gray_data_i                    (r_rd_addr_gray_dly2    ),
            .bin_data_o                     (w_rd_addr_dly2         )
        );
        assign almost_full_o = (( r_wr_addr + ALMOST_FULL_MARGIN ) == w_rd_addr_dly2 );
    end
    else
    begin
        assign almost_full_o = full_o;
    end
endgenerate
generate
    if ( ALMOST_EMPTY_MARGIN != 0 )
    begin
        GRAY2BIN
        #(
            .DATA_WIDTH                     (ADDR_WIDTH             )
        )
        u_wr_addr_gray
        (
            .gray_data_i                    (r_wr_addr_gray_dly2    ),
            .bin_data_o                     (w_wr_addr_dly2         )
        );
        assign almost_empty_o = (( r_rd_addr + ALMOST_EMPTY_MARGIN ) == r_wr_addr_gray_dly2 );
    end
    else
    begin
        assign almost_empty_o = empty_o;
    end
endgenerate
endmodule
module BIN2GRAY
#(
    parameter DATA_WIDTH                = 4
)
(
    input   wire    [DATA_WIDTH-1:0]    bin_data_i,
    output  wire    [DATA_WIDTH-1:0]    gray_data_o
);
assign gray_data_o = bin_data_i ^ ( bin_data_i >> 1 );
endmodule
module GRAY2BIN
#(
    parameter DATA_WIDTH                = 4
)
(
    input   wire    [DATA_WIDTH-1:0]    gray_data_i,
    output  wire    [DATA_WIDTH-1:0]    bin_data_o
);
assign bin_data_o[DATA_WIDTH-1] = gray_data_i[DATA_WIDTH-1];
genvar i;
generate
    for  (i=0; i<DATA_WIDTH-1; i=i+1)
    begin : gen_gary2bin
        assign bin_data_o[i] = bin_data_o[i+1] ^ gray_data_i[i];
    end
endgenerate
endmodule
==> flow_results.org <==
#+TITLE: Physical design notes

** Floorplan
- Total die area :: between 6000 and 7000 µm²
- Initial Util :: 42.2%
- Area of the core :: 5610 µm²
- The die is 78.9 µm wide.
- Die H :: 78.9 µm
- Count of pins on the block boundary :: 20
- Number of placement rows :: 27

** CTS
- In this run, post-CTS hold repair placed 0 buffers.
- TritonCTS clock tree :: done
- Register clock-pin slew on the reported worst setup and hold paths :: 50 ps
- Number of clock sinks seen by CTS :: 56
- After clock tree synthesis, the repair step resized 0 gates.
- The number of setup buffers added after CTS is 0.

** Timing
- Clk_skew :: 2.73 ps
- Counting endpoints that fail hold in the final report gives 0.
- In this run the tightest slew margin relative to its limit is 38.3%.
- Slew Viols, Final :: 0
- Endpoints with negative setup slack in the final report add up to 0.
- Post-Route Setup TNS :: 0 ps
- Pin slew with the least headroom to its limit :: 918 ps
- RSZ-0062 raised after global routing :: false

** Yosys
- The synthesis report lists the Yosys warning total as 1.
- In this run, the synthesized area fraction spent on and/or/nand/nor cells is recorded as 4.55%.
- Combinational family with the most area after synthesis :: multiplexers
- The mapped netlist covers 2370 µm².
- Summing the sequential cell areas from Yosys gives 66.0% of the chip area.
- Proportion of synthesized area in mux cells :: between 10% and 20%
- Library cells used by synthesis :: 21
- Chip Area, Yosys :: 2370 µm²
- Ao+oa area frac :: 2.91%
- #FFs+latches synth :: 56
- Per the post-synthesis report, the number of cells in the design is between 100 and 150.
- Share of synthesized cell area in full adder, half adder and majority cells :: around 4.8%
- For reference, the post-synthesis area per instance comes to 16.4 µm².
- In this run, the synthesized area fraction spent on xor and xnor cells is recorded as 8.77%.
- The synth_stat.txt file lists the number of cells as 144.

** Critical path
- The worst setup path is launched from a flop.
- Crit path DRT :: 3360 ps
- Looking at the critical path, the highest net fanout was 13.
- The critical path in this run is classified as flop to output port.
- CP endpoint kind :: output port
- The OpenROAD report gives the critical path a data arrival time of 2490 ps.
- The number of cells on the worst reg-to-reg path is 4.

** Global route
- Overall global routing resource usage :: 15.4%
- Number of global-route vias before repair :: approximately 1300
- Initial antenna violation count :: 0
- Recorded from the global router log, the overflow total was 0.
- Maximum number of pins on one net before global-route repair :: 16
- The first global-routing pass estimated 6.72 mm of wire.

** Worst hold path
- The type recorded for the worst min-delay path is flop to flop.
- The report gives the cell count of the worst hold path as 0.

** Drt
- For this run, design rule violations remaining after detail routing come to 0.
- Remaining antenna violation count :: 0
- Number of vias per cell after detailed routing :: 5.02
- After the first detailed-routing iteration, the DRC count stood at 66.
- DRT Wirelength :: 3.98 mm
- TritonRoute output was used to compute an average wire per cell of 16.5 µm.
- Total iterations of the first detailed-routing run :: 4
- Detailed routing inserted a total of 1210 vias.
- In the routed netlist, the antenna diode instances number 0.

** Place
- Summed over all nets, the half-perimeter wirelength after detailed placement is 2.71 mm.
- Count of input and output buffers :: 18
- Final weighted congestion of routability-driven global placement :: 0.807
- Total cell area at the placement stage :: 2610 µm²

** Power
- For this design the static power due to leakage is 1.04 nW.
- VDD sags by at most 0.000345 V.
- PD cells :: 811 nW/µm²

** Final layout
- Share of cells above drive strength 1 :: approximately 16%
- After routing the design area is 2780 µm².
- Between the synthesized netlist and the finished layout, the area growth was recorded as 17.6%.

** Status
- The flow ran to the end, and the final reports show no timing, DRC or antenna violations.

** Job
- In this run the tools logged warnings totalling 29.
- Per the run summary, max-cap violations total 0.
[placed cells by master, fill, tap and decap left out]
master            n
a221oi_2          1
a41o_1            1
a41oi_1           5
bufinv_16         1
clkbuf_8          9
clkdlybuf4s50_1  18
clkinvlp_4        1
dfrtp_1          24
edfxtp_1         32
ha_1              9
inv_1            10
inv_6             1
mux2_2            6
mux4_2            8
nand2_1           4
nand3_1           5
nand4_1           2
nor3_1            7
nor3b_1           1
or3_1             2
xnor2_1          12
xor2_1            9
xor3_1            1
[layout make-up]
cell class	instances	area (µm²)
Tap cell	72	90.1
Clock buffer	9	124
Multi-Input combinational cell	73	744
Sequential cell	56	1560
Clock inverter	3	46.3
Inverter	10	37.5
Fill cell	476	2820
Timing Repair Buffer	18	180
[where the power goes]
group	leakage [nW]	internal (mW)	total (mW)	switching, mW
Sequential	0.571	0.760	0.943	0.183
Clock	0.0835	0.262	0.446	0.185
Combinational	0.385	0.489	0.869	0.380
Total	1.04	1.51	2.26	0.748
[worst paths after layout]
path,to,slack (ps),start
max in group asynchronous,r_wr_addr_gray_dly2[3]$_DFF_PN0_,2870,wr_rst_n
min reg2reg,r_wr_addr_gray_dly2[1]$_DFF_PN0_,350,r_wr_addr_gray_dly1[1]$_DFF_PN0_
max in group clk1,r_fifo[1][2]$_DFFE_PP_,1650,r_wr_addr[0]$_DFFE_PN0P_
max reg2reg,r_fifo[1][2]$_DFFE_PP_,1650,r_wr_addr[0]$_DFFE_PN0P_
min,r_wr_addr_gray_dly2[1]$_DFF_PN0_,350,r_wr_addr_gray_dly1[1]$_DFF_PN0_
min in group asynchronous,r_rd_addr_gray_dly1[3]$_DFF_PN0_,890,rd_rst_n
max,empty_o,870,r_rd_addr[0]$_DFFE_PN0P_
min in group clk1,r_rd_addr_gray_dly2[1]$_DFF_PN0_,370,r_rd_addr_gray_dly1[1]$_DFF_PN0_
[cells in the mapped netlist]
cell       n  area, µm²
xnor2_1   12        105
a221oi_2   1       15.0
nand3_1    5       25.0
nor3_1     7       35.0
or3_1      2       12.5
a41o_1     1       10.0
ha_1       9        113
mux2_2     6       67.6
clkbuf_1   3       11.3
mux4_2     8        180
xor2_1     9       78.8
xor3_1     1       23.8
edfxtp_1  32        961
nand2_1    4       15.0
buf_4      1       7.51
nand4_1    2       12.5
nor3b_1    1       7.51
dfrtp_1   24        601
buf_2      1       5.00
inv_1     10       37.5
a41oi_1    5       43.8
[critical path: stages, from the launching register on]
cell             delay (ps)
dfrtp_1                 810
ha_1                    410
xnor2_1                 330
nand4_1                 170
inv_1                    80
clkdlybuf4s50_1         460
[logic make-up (layout without fill, tap and decap cells)]
kind of cell | after synthesis | count (layout)
DFF | 56 | 56
muxes | 14 | 14
AOI/OAI and AO/OA | 7 | 7
buffers and inverters | 15 | 40
and+or+nand+nor | 21 | 21
adders and majority gates | 9 | 9
xor gates and xnor gates | 22 | 22
[state kept, by name, summed over array words and instances, names as in the netlist]
name / count
r_fifo: 32
r_rd_addr_gray_dly2: 4
r_wr_addr_gray_dly1: 4
r_rd_addr_gray_dly1: 4
r_wr_addr: 4
r_rd_addr: 4
r_wr_addr_gray_dly2: 4
[per-layer routing]
layer,share of wire [%],track usage (%),up-vias
met3,8.3,8.75,6
met5,0,0,-
met1,46,23.7,582
met4,1.5,2.36,0
li1,-,-,580
met2,45,21.0,42
[through the flow]
| stage | cells | util (%) | power [mW] | hold WS (ps) | worst slack, ps |
|---|---|---|---|---|---|
| after floorplan | 144 | - | 1.52 | 331 | 1930 |
| after detailed placement | 229 | 46.6 | 1.81 | 335 | 1110 |
| after global placement | 229 | 46.6 | 1.80 | 335 | 1210 |
| after CTS | 241 | 49.6 | 2.28 | 348 | 843 |
| after global routing | 241 | 49.6 | 2.43 | 360 | 659 |
| final | 241 | 49.6 | 2.26 | 346 | 868 |
Power and IR drop assume default switching activity.
